==> design/flow/design.v <==
`timescale 1ns / 1ps
module debounce #(
    parameter STABLE_CYCLE = 22   
)(
    input wire clk,
    input wire sw_in,
    output reg sw_out = 0
);
    reg [STABLE_CYCLE-1:0] counter = 0;
    reg sw_state = 0;
    always @(posedge clk) begin
        if (sw_in != sw_state) begin
            counter <= counter + 1;
            if (&counter) begin
                sw_state <= sw_in;
                sw_out   <= sw_in;
                counter  <= 0;
            end
        end else begin
            counter <= 0;
        end
    end
endmodule
module seven_segment_display(
    input wire reset,
    input wire clk,
    input wire [7:0] value,
    input wire enable,
    output reg [3:0] an,
    output reg [6:0] seg
);
    function [6:0] hex2seg(input [3:0] h);
        case(h)
            4'h0: hex2seg = 7'b1000000;
            4'h1: hex2seg = 7'b1111001;
            4'h2: hex2seg = 7'b0100100;
            4'h3: hex2seg = 7'b0110000;
            4'h4: hex2seg = 7'b0011001;
            4'h5: hex2seg = 7'b0010010;
            4'h6: hex2seg = 7'b0000010;
            4'h7: hex2seg = 7'b1111000;
            4'h8: hex2seg = 7'b0000000;
            4'h9: hex2seg = 7'b0010000;
            4'hA: hex2seg = 7'b0001000;
            4'hB: hex2seg = 7'b0000011;
            4'hC: hex2seg = 7'b1000110;
            4'hD: hex2seg = 7'b0100001;
            4'hE: hex2seg = 7'b0000110;
            4'hF: hex2seg = 7'b0001110;
            default: hex2seg=7'b1111111;
        endcase
    endfunction
    reg reset_active;
    reg [29:0] reset_counter = 0;
    reg [19:0] display_counter = 0;
    reg [1:0] curr_digit = 0;
    reg [6:0] dataout [3:0];
    always @(posedge clk or posedge reset) begin
        if (reset) begin
            reset_active <= 1'b1;
            reset_counter <= 30'd0;
            display_counter <= 20'd0;
            curr_digit <= 2'd0;
            an <= 4'b1111;
            seg <= 7'b1111111;
            dataout[0] <= 7'b0000111;
            dataout[1] <= 7'b0010010;
            dataout[2] <= 7'b0101111;
            dataout[3] <= 7'b0111111;
        end else begin
            if (reset_active) begin
                reset_counter <= reset_counter + 1;
                if (reset_counter == 30'd500_000_000) begin
                    reset_active <= 1'b0;
                end
            end
            else begin
                if(enable) begin
                    dataout[0] <= hex2seg(value[3:0]);
                    dataout[1] <= hex2seg(value[7:4]);
                end else begin
                    dataout[0] <= 7'b1111111;
                    dataout[1] <= 7'b1111111;
                end
                dataout[2] <= 7'b1111111;
                dataout[3] <= 7'b1111111;
            end
            display_counter <= display_counter + 1;
            if (display_counter == 20'd100_000) begin
                display_counter <= 20'd0;
                curr_digit <= curr_digit + 1;
                case (curr_digit)
                    2'd0: begin an <= 4'b1110; seg <= dataout[0]; end
                    2'd1: begin an <= 4'b1101; seg <= dataout[1]; end
                    2'd2: begin an <= 4'b1011; seg <= dataout[2]; end
                    2'd3: begin an <= 4'b0111; seg <= dataout[3]; end
                    default: begin an <= 4'b1111; seg <= 7'b1111111; end
                endcase
            end
        end
    end
endmodule
module linked_list #( parameter NUM_NODES = 32, width = 6 )(
    input wire clk,
    input wire btnC,
    input [15:0] sw,
    output [3:0] an,
    output [6:0] seg,
    output reg [1:0] led
    );
    reg [width-1:0] NULL = NUM_NODES;
    reg [width-1:0] head, tail, next, curr, prev;
    reg [7:0] data_array [0:NUM_NODES-1];
    reg [width-1:0] next_array [0:NUM_NODES-1];
    reg [7:0] display_val;
    reg display_enable;
    wire [7:0] in_data = sw[7:0];
    wire [2:0] op = sw[15:13];
    reg [2:0] op_to_do;
    reg op_pending;
    reg search;
    reg traverse;
    reg [2:0] op_prev;
    wire op_new;
    always@(posedge clk)begin
        op_prev <= op;
    end
    assign op_new = (op&~ op_prev) && (op != 3'b000 && op != 3'b001 && op != 3'b010 && op != 3'b011);
    wire btnc_clean;
    reg  btnc_del = 0;
    wire btnc_on_1_pulse;
    debounce #(.STABLE_CYCLE(22)) db_btnc (
        .clk(clk),
        .sw_in(btnC),
        .sw_out(btnc_clean)
    );
    always @(posedge clk) begin
        btnc_del <= btnc_clean;
    end
    assign btnc_on_1_pulse = btnc_clean & ~btnc_del;
    reg [29:0] delay_counter;
    integer i;
    always @(posedge clk) begin
        if(btnc_on_1_pulse) begin
            for (i = 0; i < NUM_NODES-1; i = i + 1) begin
                next_array[i] <= i + 1;
                data_array[i] <= 0;
            end
            next_array[NUM_NODES-1] <= NULL;
            data_array[NUM_NODES-1] <= 0;
            next <= 0;
            head <= NULL;
            tail <= NULL;
            led <= 2'b00;
            display_val <= 0;
            display_enable <= 0;
            delay_counter <= 0;
            op_pending <= 0;
            search <= 0;
            traverse <= 0;
        end else begin
            if(op_new && !op_pending && !search && !traverse) begin
                op_to_do <= op;
                op_pending <= 1;
            end
            if(op_pending)begin
                op_pending <= 0;
                case(op_to_do)
                    3'b100: begin
                        if(next == NULL)
                            led[0] <= 1;
                        else begin
                            led[0] <= 0;
                            led[1]<=0;
                            data_array[next] <= in_data;
                            next_array[next] <= head;
                            head <= next;
                            if(tail==NULL)
                                tail <= next;
                            next <= next_array[next];
                        end
                    end
                    3'b101: begin
                        if(next==NULL)
                            led[0] <= 1;
                        else begin
                            led[0] <= 0;
                                  led[1]<=0;
                            data_array[next] <= in_data;
                            next_array[next] <= NULL;
                            if(tail!=NULL)
                                next_array[tail] <= next;
                            else
                                head <= next;
                            tail <= next;
                            next <= next_array[next];
                        end
                    end
                    3'b110: begin
                        if(head==NULL)
                            led[1] <= 1;
                        else begin
                            curr <= head;
                            prev <= NULL;
                            led[1] <= 0;
                            search <= 1;
                        end
                    end
                    3'b111: begin
                        delay_counter <= 0;
                        if(head==NULL)
                            led[1] <= 1;
                        else begin
                            curr <= head;
                            traverse <= 1;
                            led[1] <= 0;
                        end
                    end
                endcase
            end
            if(search) begin
                if(curr==NULL) begin
                    search <= 0;
                end
                else if(data_array[curr] == in_data) begin
                    if(prev==NULL)
                        head <= next_array[curr];
                    else
                        next_array[prev] <= next_array[curr];
                    if(curr==tail)
                        tail <= prev;
                    next_array[curr] <= next;
                    next <= curr;
                    search <= 0;
                    data_array[curr] <= 0;
                    led[0] <= 0;
                end else begin
                    prev <= curr;
                    curr <= next_array[curr];
                end
            end
            if(traverse) begin
                if(delay_counter == 30'd100_000_000) begin
                    delay_counter <= 0;
                    if(curr==NULL) begin
                        display_enable <= 0;
                        traverse <= 0;
                    end else begin
                        display_val <= data_array[curr];
                        display_enable <= 1;
                        curr <= next_array[curr];
                    end
                end else
                    delay_counter <= delay_counter + 1;
            end
        end
    end
    seven_segment_display sseg_inst (
        .reset(btnC),
        .clk(clk),
        .value(display_val),
        .enable(display_enable),
        .an(an),
        .seg(seg)
    );
endmodule
==> design/flow/run.sh <==
#!/bin/bash
# OpenROAD 26Q1-2900-gdf79404cd8, Yosys 0.63+post, stock flow scripts
make -C /OpenROAD-flow-scripts/flow DESIGN_CONFIG=/design/flow/config.mk WORK_HOME=/design/flow/orfs finish
==> design/flow/config.mk <==
export PLATFORM = sky130hd
export DESIGN_NAME = linked_list
export DESIGN_NICKNAME = linked_list
export VERILOG_FILES = /design/flow/design.v
export SDC_FILE = /design/flow/constraint.sdc
export NUM_CORES = 4
export LEC_CHECK = 1
export CORE_UTILIZATION = 50
==> design/flow/constraint.sdc <==
current_design linked_list

set clk_period 11.9
set clk_io_pct 0.2

create_clock -name clk0 -period $clk_period [get_ports {clk}]

set non_clock_inputs [all_inputs -no_clocks]
set_input_delay [expr $clk_period * $clk_io_pct] -clock clk0 $non_clock_inputs
set_output_delay [expr $clk_period * $clk_io_pct] -clock clk0 [all_outputs]
==> flow_summary.json <==
{
  "clk_pin_slew_ns": 0.06,
  "ys_warn_count": 4,
  "reg2reg_depth": 14,
  "worst-setup-path-type": "flop to flop",
  "maxCapViolCount": 0,
  "dp_hpwl_mm": 112,
  "synth_area_um2": 38500,
  "synth_top_flop_cell": "dfxtp_1",
  "die_x_um": 279,
  "fin_skew_ns": 0.0302,
  "min_from": "db_btnc.sw_state",
  "fp-row-count": 101,
  "cts_sinks": 650,
  "fin_crit_sh_pct": 55.8,
  "ys_area_um2": 38500,
  "worst_ir_drop_vdd_mv": 0.107,
  "cts_setup_buffers": 0,
  "min_to": "btnc_del",
  "cp-end-kind": "flop",
  "warnings": 51,
  "drive_above_1_share_pct": 14.6,
  "grt_pass1_wl_mm": 242,
  "vias_per_cell": 6.97,
  "r2r-end": "next_array[23][3]",
  "p_leak_nw": 14.3,
  "drtAntennaViolNets": 0,
  "vias": 36800,
  "tightestPinTransition_ns": 1.02,
  "design_area_um2": 42500,
  "hold_depth": 0,
  "reg2reg_setup_slack_ns": 5.26,
  "rsz0062_at_grt": "false",
  "tritoncts": "built",
  "wl_per_cell_um": 31.9,
  "grt_pass1_vias": 34300,
  "drc_errors": 0,
  "grt-ovfl-total": 0,
  "cts-buffers-inserted": 77,
  "cp.required_ns": 12.18,
  "grt_max_degree": 132,
  "ys_seq_elements": 650,
  "fin_setup_tns_ns": 0,
  "clock_latency_ns": 0.65,
  "synth-edff-count": 208,
  "finalSetupViolations": 0,
  "drt-total-wl_mm": 168,
  "dpl_cell_area_um2": 39900,
  "grt_usage_pct": 45.4,
  "slew_headroom_pct": 31.7,
  "hold_viol": 0,
  "hold_path_class": "flop to flop",
  "antenna_found_initial": 13,
  "ctsResizeCount": 0,
  "core_util_floorplan_pct": 50.6,
  "holdWs_ns": 0.425,
  "synth_seq_share_pct": 40.3,
  "ys_cells": 4287,
  "die-area_um2": 78000,
  "avgSynthCellArea_um2": 8.97,
  "powerDensity_nw_per_um2": 131,
  "fmax_mhz": 151,
  "io_buffers": 25,
  "clock-root-buffer": "clkbuf_16",
  "dr.pass1.iters": 9,
  "gp_congestion": 1.09,
  "critical_path_peak_fanout": 40,
  "final_max_slew_viol_count": 0,
  "clock_tree.buffer_depth": 3,
  "h-tree-depth": 3,
  "cts_hold_buf": 0,
  "core-area_um2": 76100,
  "start_kind": "flop",
  "fp.dieH_um": 279,
  "synth_cell_type_count": 88,
  "async_reset_ff_share_pct": 12.2,
  "pin_count": 31,
  "drt_iter0_drc": 3901,
  "syn_to_final_growth_pct": 10.5,
  "run_status": "finished clean",
  "arrival_ns": 6.93,
  "netlist_instances": 4287,
  "min_period_ns": 6.64
}
==> flip-flops by register name, summed over array words and instances (netlist names), 2 cells and up, named ones only <==
| signal | cells |
|---|---|
| delay_counter | 30 |
| sseg_inst.display_counter | 20 |
| sseg_inst.reset_counter | 30 |
| sseg_inst.an | 4 |
| head | 6 |
| sseg_inst.curr_digit | 2 |
| display_val | 8 |
| next | 6 |
| next_array | 192 |
| sseg_inst.dataout | 15 |
| db_btnc.counter | 22 |
| sseg_inst.seg | 7 |
| curr | 6 |
| prev | 6 |
| data_array | 256 |
| led | 2 |
| tail | 6 |
| op_to_do | 3 |
| op_prev | 3 |
==> area by class of cell <==
cell class                 count  area [um^2]
fill                        6752        33600
multi-input combinational   3170        21100
sequential                   650        15500
clock buffer                 110         2240
timing repair buffer         224         1770
tap                         1030         1290
clock inverter                29          343
inverter                      57          223
antenna                        8         20.0
==> layer usage <==
metal / vias to the layer above / global-route usage, % / routed length, um
li1: 15900 / - / -
met1: 17600 / 60.1 / 60300
met3: 685 / 26.2 / 27400
met5: - / 1.50 / 273
met2: 2588 / 61.0 / 69300
met4: 16 / 22.2 / 11000
==> where the power goes <==
part / internal [mW] / switching (mW)
clock: 1.41 / 1.01
sequential: 2.30 / 0.0394
combinational: 0.214 / 0.620
==> placed cells by master (no fill, tap or decap), drive strengths merged, types with 25 or more instances in the layout <==
master	synthesis	final
nand2	553	553
a21oi	425	425
nand3	409	409
dfxtp	363	363
nor2	309	309
edfxtp	208	208
buf	111	199
mux4	154	154
o21ai	128	128
nor3	125	125
clkbuf	299	110
a22oi	99	99
a31oi	93	93
mux2i	76	76
o22ai	67	67
dfrtp	62	62
inv	55	59
and3	51	51
xnor2	47	47
nand4	44	44
a22o	43	43
nor4	41	41
xor2	35	35
o211ai	34	34
o31ai	32	32
mux2	30	30
a211oi	29	29
ha	25	25
clkdlybuf4s50	0	25
==> synth_stat cells (25+ instances only) <==
library cell / count / area (um^2)
dfxtp_1: 363 / 7270
dfrtp_1: 62 / 1550
buf_2: 68 / 340
o22ai_1: 67 / 419
a31oi_1: 93 / 582
xnor2_1: 47 / 412
a21oi_1: 425 / 2130
nand4_1: 44 / 275
xor2_1: 35 / 307
mux4_2: 154 / 3470
nor3_1: 95 / 475
a22oi_1: 99 / 743
and3_1: 51 / 319
nor4_1: 30 / 188
mux2_2: 29 / 327
a211oi_1: 29 / 218
mux2i_1: 76 / 761
o21ai_0: 123 / 616
inv_1: 53 / 199
clkbuf_1: 299 / 1120
nor2_1: 306 / 1150
nand3_1: 409 / 2050
nand2_1: 553 / 2080
ha_1: 25 / 313
edfxtp_1: 208 / 6250
o211ai_1: 33 / 248
o31ai_1: 32 / 240
a22o_1: 43 / 377
==> per-stage QoR <==
step                instances  setup slack (ns)  utilization, %  power (mW)
floorplan                4287              7.03               -        2.80
global placement         5131              5.03            52.4        3.16
detailed placement       5131              5.05            52.4        3.16
CTS                      5270              5.58            55.8        5.56
global route             5272              5.24            55.8        5.69
finish                   5278              5.26            55.9        5.59
==> cells by family (layout without fill, tap and decap cells) <==
group	after synthesis	after routing	share of synthesized area, %
and+or+nand+nor	1669	1669	21.0
AOI/OAI and AO/OA	1134	1134	19.0
DFF	650	650	40.3
buffers and inverters	467	420	5.14
muxes	260	260	11.9
xor gates and xnor gates	82	82	1.87
adders and majority gates	25	25	0.813
other	0	8	0
==> critical path: stages, from the launching register on <==
cell and delay [ns]:
dfxtp_4 0.62, buf_4 0.53, buf_4 0.49, mux4_2 0.47, mux2_2 0.32, nand2_1 0.07
nand4_1 0.34, xor2_1 0.31, a2111oi_4 0.36, buf_4 0.34, buf_4 0.57, nand2_2 0.35
buf_4 0.43, or3_1 0.54, nand3_1 0.40
==> worst max path at each step <==
| stage | from | endpoint |
|---|---|---|
| 6_report | flop | next_array[23][3] |
| 4_1_cts | flop | next_array[23][3] |
| 5_1_grt | flop | next_array[23][3] |
Power and IR drop assume default switching activity.
