$ cat ./design.v
`timescale 1ns / 1ps
module Horiz_counter #(
        parameter hor = 640,
        parameter WIDTH = 10
    )
    (
        input pclk,
        input rst,
        output [WIDTH-1:0] Hcnt,
        output TC
    );
    reg [WIDTH-1:0] count = 0;
    reg tempTC = 0;
    always @ (posedge pclk) begin
        if (rst) begin
            count <= 0;
            tempTC <= 0;
        end
        else begin
            if (count == hor-1) begin
                count <= 0;
                tempTC <= 0;
            end
            else if (count == hor-2) begin
                count <= count + 1;
                tempTC <= 1;
            end
            else begin
                count <= count + 1;
                tempTC <= 0;
            end
        end
    end
    assign Hcnt = count;
    assign TC = tempTC;
endmodule
`timescale 1ns / 1ps
module VGA_driver #(
        parameter WIDTH = 10
    )
    (
        input clk,
        input [3:0] vgaRed, vgaGreen, vgaBlue,
        output pixel_clock,
        output [WIDTH-1:0] hor_pix, ver_pix,
        output HS, VS,
        output reg [11:0] vgaRGB
    );
    localparam HACTIVE = 640;
    localparam HFP = 16;
    localparam HSYNC = 96;
    localparam HBP = 48;
    localparam VACTIVE = 480;
    localparam VFP = 10;
    localparam VSYNC = 2;
    localparam VBP = 33;
    localparam HTOT = HACTIVE+HFP+HSYNC+HBP;
    localparam HS_start = HACTIVE+HFP;
    localparam HS_end = HACTIVE+HFP+HSYNC;
    localparam VTOT = VACTIVE+VFP+VSYNC+VBP;
    localparam VS_start = VACTIVE+VFP;
    localparam VS_end = VACTIVE+VFP+VSYNC;
    localparam PCLK_DIV = 4;  
    wire Vcnt_en;
    wire hor_rst, ver_rst;
    reg tempHS = 0, tempVS = 0;
    reg video_on;
    clk_divider #(
        .N(PCLK_DIV)
    ) PCLK_MOD (
        .clk(clk),
        .pclk(pixel_clock)
    );
    Horiz_counter #(
        .hor(HTOT),
        .WIDTH(WIDTH)
    ) HORIZ_C (
        .pclk(pixel_clock),
        .rst(hor_rst),
        .Hcnt(hor_pix),
        .TC(Vcnt_en)
    );
    Vert_counter #(
        .ver(VTOT),
        .WIDTH(WIDTH)
    ) VERT_C (
        .pclk(pixel_clock),
        .En(Vcnt_en),
        .rst(ver_rst),
        .Vcnt(ver_pix)
    );
    assign hor_rst = 0;
    assign ver_rst = 0;
    assign HS = tempHS;
    assign VS = tempVS;
    always @ (posedge pixel_clock) begin
        if (hor_pix >= 0 && hor_pix < HACTIVE && ver_pix >= 0 && ver_pix < VACTIVE)
            video_on <= 1;
        else
            video_on <= 0;
    end
    always @ (posedge pixel_clock) begin
        if (hor_pix >= HS_start && hor_pix < HS_end)
            tempHS <= 1;
        else
            tempHS <= 0;
    end
    always @ (posedge pixel_clock) begin
        if (ver_pix >= VS_start && ver_pix < VS_end)
            tempVS <= 1;
        else
            tempVS <= 0;
    end
    always @ (posedge pixel_clock) begin
        if (video_on == 1) begin
            vgaRGB [11:8] <= vgaGreen;
            vgaRGB [7:4] <= vgaBlue;
            vgaRGB [3:0] <= vgaRed;
        end
        else begin
            vgaRGB [11:8] <= 0;
            vgaRGB [7:4] <= 0;
            vgaRGB [3:0] <= 0;
        end
    end
endmodule
`timescale 1ns / 1ps
module Vert_counter #(
        parameter ver = 480,
        parameter WIDTH = 10
    )
    (
        input pclk,
        input En,
        input rst,
        output [WIDTH-1:0] Vcnt
    );
    reg [WIDTH-1:0] count = 0;
    always @ (posedge pclk) begin
        if (rst)
            count <= 0;
        else if (En == 1) begin
            if (count == ver-1)
                count <= 0;
            else
                count <= count + 1;
        end
    end
    assign Vcnt = count;
endmodule
`timescale 1ns / 1ps
module clk_divider #(
    parameter integer N = 4   
)(
    input wire clk,
    output wire pclk
);
    integer count = 0;
    reg temp = 0;  
    always @(posedge clk) begin
        if (count == (N/2 - 1)) begin
            count <= 0;			  
            temp  <= ~temp;
        end
        else begin
            count <= count + 1;
        end
    end
    assign pclk = temp;  
endmodule
$ cat ./run.sh
#!/bin/bash
# OpenROAD 26Q1-2900-gdf79404cd8, Yosys 0.63+post, stock flow scripts
make -C /OpenROAD-flow-scripts/flow DESIGN_CONFIG=/design/flow/config.mk WORK_HOME=/design/flow/orfs finish
$ cat ./config.mk
export PLATFORM = sky130hd
export DESIGN_NAME = VGA_driver
export DESIGN_NICKNAME = VGA_driver
export VERILOG_FILES = /design/flow/design.v
export SDC_FILE = /design/flow/constraint.sdc
export NUM_CORES = 4
export LEC_CHECK = 1
export CORE_UTILIZATION = 40
$ cat ./constraint.sdc
current_design VGA_driver

set clk_period 7.2
set clk_io_pct 0.2

create_clock -name clk0 -period $clk_period [get_ports {clk}]

set non_clock_inputs [all_inputs -no_clocks]
set_input_delay [expr $clk_period * $clk_io_pct] -clock clk0 $non_clock_inputs
set_output_delay [expr $clk_period * $clk_io_pct] -clock clk0 [all_outputs]
==> flow_summary_export.csv <==
group,metric,value,unit
placement,hpwl,3.45,mm
cells_and_area,stdcell_count,391,
placement,gp_congestion,0.802,
power,p_total,320,uW
floorplan,dieWidth,85.3,um
clock_tree,clock-root-buffer,"clkbuf_8",
cells_and_area,finish.utilization,0.525,
sta,setup_viol,0,
floorplan,core_area,0.00653,mm^2
yosys,yosys_cells,259,
yosys,yosys-stat-area,0.00278,mm^2
placement,dp.cells,383,
global_route,antenna_found_initial,0,
worst_hold_path,hp-class,"flip-flop to flip-flop",
critical_path,path_cells,"clkdlybuf4s50_1",
floorplan,num_rows,29,
critical_path,required,5.76,ns
yosys,syn_area_per_cell,10.7,um^2
critical_path,crit_path_max_incr_delay,0.48,ns
clock_tree,clk_path_buf_depth,2,
global_route,grt.total_usage,0.141,
critical_path,crit_path_max_fanout,5,
drt,wire_per_inst,12.2,um
cells_and_area,fillers,601,
sta,max_slew.worst_pin.slew,0.625,ns
cells_and_area,final_cell_area,0.00343,mm^2
yosys,synth_cells,259,
sta,finalHoldViolations,0,
clock_tree,clock_latency,0.28,ns
placement,io_buffers,47,
drt,vias_per_cell,4.88,
global_route,grt_pass1_wl,8.18,mm
yosys,netlist_top_cells_area,"dfxtp_1 42%, edfxtp_1 12%, xnor2_1 10%, xor2_1 3.8%, nand4_1 3.4%",
yosys,synth_top_cell_by_area,"dfxtp_1",
yosys,syn_area,0.00278,mm^2
power,p_per_area,93.3,mW/mm^2
drt,drtIter0Drc,38,
critical_path,crit_type,"flip-flop to output port",
cells_and_area,drive_above_1_share,0.0541,
power,peakVddDrop,0.116,mV
sta,fin_crit,2.59,ns
drt,drtPass1Iterations,4,
clock_tree,tritoncts,"built",
yosys,ys_seq_share,0.537,
floorplan,die_height,85.3,um
sta,slew_violations,0,
yosys,yosysWarnings,4,
drt,antenna_cells,0,
sta,fmax,385,MHz
critical_path,cpLargestDelayFamily,"buffers and inverters",
drt,routed_wl,4.76,mm
critical_path,cp.arrival,1.15,ns
sta,skew,0.00611,ns
clock_tree,numCtsBuffers,5,
sta,untimed_endpoints,80,
run,warnings,30,
global_route,grt_max_degree,35,
global_route,grt_overflow,0,
critical_path,slowest_stage,"clkdlybuf4s50_1",
sta,maxSlewHeadroom,0.580,
clock_tree,htreeDepth,2,
floorplan,fp-utilization,0.425,
power,p_leak,1.21,nW
drt,antenna_left,0,
sta,period_used_share,0.360,
sta,rsz0062_at_grt,"false",
critical_path,start_kind,"flip-flop",
drt,vias,1908,
yosys,synth.top_cell.area_share,0.418,
run_status,status,"complete, no violations",
clock_tree,cts_resized,0,
global_route,grt_pass1_vias,1751,
yosys,ys_ff,69,
floorplan,dieArea,0.00728,mm^2
sta,tns,0,ns
clock_tree,clk_pin_slew,0.07,ns
yosys,yosys.cell_types.count,30,
placement,place_area,0.00335,mm^2
critical_path,cp-end-kind,"output port",
drt,drc,0,
cells_and_area,syn_to_final_growth,23.5,%
cells_and_area,area.combinational,0.00123,mm^2
clock_tree,postCtsSetupRepairBufs,0,
critical_path,crit_buf_inv,1,
run,maxCapViolations,0,
floorplan,io_pins,48,
clock_tree,holdBufCountCts,0,
cells_and_area,seq_area,0.00149,mm^2
sta,unclocked_regs,36,
[sequential cells by signal (all words and copies together) (netlist names)]
register / cells
HORIZ_C.tempTC: 1
HORIZ_C.count: 10
tempVS: 1
PCLK_MOD.temp: 1
PCLK_MOD.count: 32
tempHS: 1
video_on: 1
vgaRGB: 12
VERT_C.count: 10
[kinds of logic after synthesis]
| logic type | Yosys count | share of synthesized area |
|---|---|---|
| simple gates | 123 | 0.265 |
| flops | 69 | 0.537 |
| xor+xnor | 45 | 0.142 |
| buf+inv | 12 | 0.0185 |
| fa+ha+maj | 7 | 0.0315 |
| compound gates | 3 | 0.00631 |
[Yosys cell counts]
cell	number
edfxtp_1	11
clkbuf_1	1
and2_1	14
nand3_4	1
nand2_1	17
inv_1	9
dfxtp_1	58
nor3_1	4
nor2_1	23
nor2b_1	2
inv_4	1
a21oi_1	1
nor4_1	8
nor4_2	2
nand4_1	15
nand4_4	1
xor2_1	12
nand4b_1	1
xnor2_1	33
ha_1	7
nand3_1	18
o21a_1	1
o21ai_0	1
or3_1	1
nand3_2	1
and4_1	4
nor4b_1	3
and3_1	6
nor4_4	2
buf_4	1
[path summary, 6_finish.rpt]
kind                      startpoint            endpoint  slack, ns  depth (start not counted)
setup / recovery       PCLK_MOD.temp         pixel_clock       4.61                          1
hold / removal    PCLK_MOD.count[31]  PCLK_MOD.count[31]       0.47                          1
setup reg to reg   PCLK_MOD.count[0]  PCLK_MOD.count[22]       5.39                          5
hold reg to reg   PCLK_MOD.count[31]  PCLK_MOD.count[31]       0.47                          1
[area by class of cell]
class	instances	share of cell area
clock inverter	2	0.00292
sequential	69	0.435
tap	77	0.0281
timing repair buffer	49	0.142
clock buffer	6	0.0212
inverter	10	0.0117
multi-input combinational	178	0.360
[layout by cell type, fill, tap and decap left out, drive strengths merged]
master,netlist,routed
or3,1,1
xnor2,33,33
edfxtp,11,11
nor4,12,12
dfxtp,58,58
and4,4,4
nand4b,1,1
inv,10,10
clkdlybuf4s50,0,47
clkinv,0,2
buf,1,2
nand3,20,20
nor2,23,23
o21a,1,1
clkbuf,1,6
and2,14,14
and3,6,6
nor3,4,4
nor4b,3,3
nand4,16,16
nor2b,2,2
xor2,12,12
ha,7,7
o21ai,1,1
nand2,17,17
a21oi,1,1
[power by group]
group | switching (mW) | internal, mW | leakage, nW | total (mW)
Clock | 0.0635 | 0.0669 | 0.0450 | 0.130
Sequential | 0 | 0.183 | 0.593 | 0.183
Combinational | 0.000676 | 0.00557 | 0.575 | 0.00625
Total | 0.0642 | 0.256 | 1.21 | 0.320
[metrics by stage]
stage	hold slack, ns	worst slack (ns)
floorplan	0.435	5.04
global placement	0.453	4.92
detailed placement	0.456	4.90
CTS	0.475	4.59
global route	0.507	4.55
finish	0.469	4.61
[metal layers]
metal | wire, um | global-route usage | up-vias | part of all wire
met5 | 0 | 0 | - | 0
met2 | 2060 | 0.217 | 46 | 0.43
met3 | 239 | 0.0217 | 4 | 0.050
li1 | - | - | 1002 | -
met4 | 44 | 0.0136 | 0 | 0.0092
met1 | 2420 | 0.230 | 856 | 0.51
Power and IR drop assume default switching activity.
