### flow/run.sh
#!/bin/bash
# OpenROAD 26Q1-2900-gdf79404cd8, Yosys 0.63+post, stock flow scripts
make -C /OpenROAD-flow-scripts/flow DESIGN_CONFIG=/design/flow/config.mk WORK_HOME=/design/flow/orfs finish
### flow/config.mk
export PLATFORM = sky130hd
export DESIGN_NAME = lfsr
export DESIGN_NICKNAME = lfsr
export VERILOG_FILES = /design/flow/design.v
export SDC_FILE = /design/flow/constraint.sdc
export NUM_CORES = 4
export LEC_CHECK = 1
export CORE_AREA = 10 10 71 71
export DIE_AREA = 0 0 81 81
### flow/constraint.sdc
current_design lfsr

set clk_period 4.0
set clk_io_pct 0.2

create_clock -name clk0 -period $clk_period [get_ports {clk}]

set non_clock_inputs [all_inputs -no_clocks]
set_input_delay [expr $clk_period * $clk_io_pct] -clock clk0 $non_clock_inputs
set_output_delay [expr $clk_period * $clk_io_pct] -clock clk0 [all_outputs]
### flow/design.v
`timescale 1ns / 1ps
module lfsr(
    input clk,
    input btnC,
    output reg [7:0] out
);
    wire feedback;
    parameter [7:0]seed=8'b11110011;                                 
    parameter  [7:0] left=8'd44;
    parameter  [7:0] right=8'd104;
    assign feedback=out[2]^out[4]^out[5]^out[7];
    reg [7:0] next_out;
    always @(posedge clk) begin
    if (btnC)
        next_out = left+seed%(right-left+1);
    else begin
        next_out = {out[6:0], feedback};
        if (next_out > right || next_out < left)
            next_out = left + (next_out % (right - left + 1));
    end
    out <= next_out;
end
endmodule
module Display_sprite #(
        parameter pixel_counter_width = 10,
        parameter OFFSET_BG_X = 200,
        parameter OFFSET_BG_Y = 150
    )
    (
        input clk,       
        input btnC, btnL, btnR,
        output HS, VS,
        output [11:0] vgaRGB
    );
    localparam bg1_width = 160;
    localparam bg1_height = 240;
    localparam main_car_width = 14;
    localparam main_car_height = 16;
    wire pixel_clock;
    wire [3:0] vgaRed, vgaGreen, vgaBlue;
    wire [pixel_counter_width-1:0] hor_pix, ver_pix;
    reg [11:0] output_color;
    reg [11:0] next_color;
    reg [15:0] bg_rom_addr;
    wire [11:0] bg_color;
    wire [11:0] rival_color;                     
    reg [7:0] car_rom_addr;
    reg [7:0] rival_rom_addr;                
    wire [11:0] car_color;
    VGA_driver #(
        .WIDTH(pixel_counter_width)
    )   display_driver (
        .clk(clk),
        .vgaRed(vgaRed), .vgaGreen(vgaGreen), .vgaBlue(vgaBlue),
        .HS(HS),
        .VS(VS),
        .vgaRGB(vgaRGB),
        .pixel_clock(pixel_clock),
        .hor_pix(hor_pix),
        .ver_pix(ver_pix)
    );
    lfsr lf_uut(
        .clk(clk),
        .btnC(btnC),
        .out(temp_x)                                
    );
    rival_car_rom rv(
        .clk(clk),
        .a(rival_rom_addr),
        .qspo(rival_color)                      
    );
    bg_rom bg1_rom (
        .clk(clk),
        .a(bg_rom_addr),
        .qspo(bg_color)
    );
    main_car_rom car1_rom (
        .clk(clk),
        .a(car_rom_addr),
        .qspo(car_color)
    );
    reg bg_on, car_on;
    reg rival_on;                                             
    reg [pixel_counter_width-1:0] car_x = OFFSET_BG_X + 70;
    reg [pixel_counter_width-1:0] car_y = 300;
    reg [pixel_counter_width-1:0] bg_y = 0;                     
    reg [pixel_counter_width-1:0] rival_x =OFFSET_BG_X+44;
    reg [pixel_counter_width-1:0] rival_y = OFFSET_BG_Y;
    localparam MOVE_COUNT_MAX = 22'd1680000;
    wire [7:0] temp_x;
    reg [21:0] move_counter = 0;        
    reg collision;
    reg [21:0] scroll = 21'b0;           
    always @(posedge clk) begin         
    if(btnC)begin       scroll<=0;   
            rival_x<=OFFSET_BG_X+temp_x;
            rival_y<=OFFSET_BG_Y;  
        end
        if(!collision) begin
            scroll <= scroll + 1;
            if(scroll==MOVE_COUNT_MAX)begin
                scroll <= 21'b0;
               if(rival_y==main_car_height+bg1_height+OFFSET_BG_Y)begin           
                   rival_x<= OFFSET_BG_X+temp_x;                                        
                   rival_y<=OFFSET_BG_Y;
               end
               else rival_y<=rival_y+2;          
                if(bg_y < bg1_height - 1 )               
                    bg_y <= bg_y + 1;
                else 
                    bg_y <= 0;
            end
        end
    end       
    wire [1:0] car_move;
    car_simulator car_movement(
        .clk(clk),
        .btnC(bntC),
        .btnL(btnL),
        .btnR(btnR),
        .collision(collision),
        .car_move(car_move)
    );
    always @(posedge clk) begin                                      
        if(btnC) begin
            car_x <= OFFSET_BG_X + 70;
            collision <= 0;
            move_counter<=0;         
        end
        else begin
         if(((car_x>rival_x && main_car_width+rival_x>car_x) || (main_car_width+car_x>rival_x && rival_x>car_x)) && ((rival_y > car_y && rival_y < car_y + main_car_height) ||(car_y<rival_y-main_car_height && rival_y<car_y+2*main_car_height)))
            collision<=1;
             case(car_move)
                    2'b01: begin
                        if(car_x <= OFFSET_BG_X + 44) collision <= 1;
                        else 
                            if(move_counter==MOVE_COUNT_MAX) begin
                            car_x <= car_x - 1;
                            move_counter<=0;
                            end
                            else move_counter<=move_counter+1;                                                                           
                    end
                    2'b10: begin
                        if(car_x + main_car_width >= OFFSET_BG_X + 118)
                            collision <= 1;
                        else                        
                             if(move_counter==MOVE_COUNT_MAX) begin
                            car_x <= car_x + 1;
                            move_counter<=0;
                            end
                            else move_counter<=move_counter+1;                                
                    end
                    2'b00: begin
                        move_counter<=0;
                        car_x <= car_x;
                    end
                    default: car_x <= car_x;
                endcase
        end   
    end
    always @ (posedge clk) begin : CAR_LOCATION
    if(btnC) begin rival_rom_addr<=(hor_pix-rival_x)+main_car_width*(ver_pix-rival_y+main_car_height); end
   if(hor_pix>=rival_x && hor_pix< (rival_x+main_car_width) && ver_pix<rival_y && main_car_height+ver_pix> rival_y) begin
       rival_rom_addr<=(hor_pix-rival_x)+main_car_width*(ver_pix-rival_y+main_car_height);
       rival_on<=1;
   end
   else  rival_on<=0;
        if (hor_pix >= car_x && hor_pix < (car_x + main_car_width) && ver_pix >= car_y && ver_pix < (car_y + main_car_height)) begin
            car_rom_addr <= (hor_pix - car_x) + (ver_pix - car_y)*main_car_width;
            car_on <= 1;
        end
        else begin
            car_on <= 0;
        end
    end
    always @ (posedge clk ) begin : BG_LOCATION
    if(btnC) bg_rom_addr <= (hor_pix - OFFSET_BG_X) + (ver_pix - OFFSET_BG_Y)*bg1_width;
        if (hor_pix >= 0 + OFFSET_BG_X && hor_pix < bg1_width + OFFSET_BG_X && ver_pix >= 0 + OFFSET_BG_Y && ver_pix < bg1_height  + OFFSET_BG_Y) begin
            bg_rom_addr <= (hor_pix - OFFSET_BG_X) + ((ver_pix - OFFSET_BG_Y - bg_y+bg1_height)%bg1_height)*bg1_width;
            bg_on <= 1;
        end
        else
            bg_on <= 0;
    end
    always @ (posedge clk) begin : MUX_VGA_OUTPUT
        if (car_on) begin
            if(car_color == 12'b101000001010) next_color <= bg_color;
            else next_color <= car_color;
        end
      else if (rival_on && bg_on) begin
           if(rival_color == 12'b101000001010) next_color <= bg_color;
           else next_color <= rival_color;
       end
        else if (bg_on) begin
            next_color <= bg_color;
        end
        else
            next_color <= 0;
    end
    always @ (posedge pixel_clock) begin
        output_color <= next_color;
    end
    assign vgaRed = output_color[11:8];
    assign vgaGreen = output_color[7:4];
    assign vgaBlue = output_color[3:0];
endmodule
==> flow_metrics.py <==
# Synthesis and PnR figures
metrics = {
    "timing": {
        "setup_viol": 0,
        "maxSlewViolCount": 0,
        "min_period_ns": 3.77,
        "period_used_pct": 94.3,
        "slew_headroom_pct": 62.6,
        "fin_ws_ns": 0.228,
        "max_freq_ghz": 0.265,
        "hold_viol_final": 0,
        "clock_skew_ns": 0.00236,
        "tns_ns": 0,
        "worst_pin_slew_ns": 0.557,
        "hold_ws_ns": 0.601,
    },
    "routing": {
        "avgViaCountPerCell": 5.84,
        "diodes": 0,
        "vias": 1395,
        "drt-initial-drc-count": 91,
        "drtPass1Iterations": 4,
        "drt-total-wl_mm": 3.58,
        "drc": 0,
        "avgRoutedWirePerCell_um": 15.0,
        "ant_nets": 0,
    },
    "placement": {
        "post-place-ws_ns": 0.154,
        "port_buffers": 9,
        "dpl.hpwl_mm": 2.76,
        "gp_congestion": 0.899,
        "numPlacedInstances": 236,
        "postPlaceCellArea_um2": 1590,
    },
    "clocking": {
        "post_cts_buffers": 0,
        "clk_pin_slew_ns": 0.04,
        "cts_tree": "yes",
        "hold_buffers": 0,
        "htreeDepth": 1,
        "root_buffer": "clkbuf_8",
        "numClockSinks": 8,
        "clk_latency_ns": 0.22,
        "ctsLongestPathBuffers": 2,
        "cts_buffers": 3,
    },
    "final_layout": {
        "top_register": "out",
        "final_cell_mix": "nor2_1, nand2_1, o21ai_0",
        "final_util_pct": 45.9,
        "area_growth_pct": 17.1,
        "layout_top_cell": "nor2_1",
        "largestRegisters": "out: 8 flops",
        "drive_gt1_share_pct": 22.5,
        "largest_reg_flops": 8,
        "instances_no_fill": 239,
        "design_area_um2": 1670,
    },
    "yosys": {
        "top_cell_area_share_pct": 11.2,
        "yosysSeqAreaShare_pct": 11.2,
        "yosys_cells": 177,
        "netlist_area_um2": 1420,
        "synthArstFlopShare_pct": 0,
        "synth_chip_area_um2": 1420,
        "edf_count": 0,
        "synth.avg_cell_area_um2": 8.04,
        "top_area_cell": "dfxtp_1",
        "yosysUniqueCellTypes": 63,
        "synth_warnings": 1,
        "ys.flops": 8,
        "netlist_instances": 177,
        "ys_top_cells_by_area": "dfxtp_1, ha_1, xnor2_1",
        "synthFlopType": "dfxtp_1",
    },
    "flow_run": {
        "tool_warnings": 30,
        "maxCapViolations": 0,
    },
    "global_route": {
        "grt_pass1_wl_mm": 5.93,
        "grtUsageTotal_pct": 10.8,
        "grt_overflow": 0,
        "grt_pass1_vias": 1289,
        "grt_antenna_before_repair": 0,
        "grt_max_degree": 14,
    },
    "setup_path": {
        "required_ns": 4.10,
        "end_kind": "flip-flop",
        "cp-startpoint": "out[2]$_SDFF_PP0_",
        "critical_path_class": "reg -> reg",
        "reg2reg_from": "out[2]$_SDFF_PP0_",
        "critical_path.max_fanout": 11,
        "worst_ep_arrival_time_ns": 3.87,
        "crit_path_start_kind": "flip-flop",
    },
    "floorplan": {
        "core_um2": 3630,
        "die_area_um2": 6560,
        "row_count": 22,
        "floorplan.core_util_pct": 39.2,
        "ioPinCount": 10,
        "die_w_um": 81,
        "die_h_um": 81,
    },
    "min_path": {
        "worstHoldPathType": "reg -> reg",
        "min_from": "out[3]$_SDFF_PP1_",
    },
    "outcome": {
        "status": "finished, final reports clean",
    },
}
==> final cells by class <==
| cell class | count | area, um^2 |
|---|---|---|
| Inverter | 9 | 33.8 |
| Fill cell | 362 | 1970 |
| Timing Repair Buffer | 19 | 165 |
| Sequential cell | 8 | 164 |
| Multi-Input combinational cell | 152 | 1200 |
| Clock buffer | 3 | 41.3 |
| Tap cell | 48 | 60.1 |
==> per-layer routing <==
layer	vias to the layer above	track usage [%]	part of all wire, %
met1	657	14.5	46
met2	47	18.6	48
met4	0	1.38	0.31
met5	-	0	0
li1	689	-	-
met3	2	1.56	5.8
==> critical path, stage by stage (launching register included) <==
cell and delay (ns):
dfxtp_1 0.31, buf_4 0.18, nor2_1 0.21, nor2_1 0.08, ha_1 0.30, o41ai_2 0.34, o21ai_2 0.21, or2_4 0.34
o31ai_4 0.32, o211ai_2 0.20, o21ai_4 0.24, nand2_1 0.09, xnor2_1 0.14, ha_1 0.24, o21ai_1 0.17, xor2_1 0.19
o211ai_2 0.09
==> cell usage after synthesis, types with 3 or more instances <==
library cell  number
nor2_1            16
nand2_1           14
o21ai_0           11
ha_1              10
inv_1              9
xnor2_1            9
dfxtp_1            8
a21oi_1            7
nand3_1            6
mux2i_1            5
xor2_1             5
a21o_1             3
buf_2              3
buf_6              3
nand2b_1           3
nor2b_1            3
o211ai_1           3
o211ai_2           3
==> path summary, 6_finish.rpt <==
kind                       endpoint  slack, ns  depth (start not counted)
hold reg to reg   out[4]$_SDFF_PP0_       0.60                          2
setup / recovery  out[6]$_SDFF_PP1_       0.23                         16
setup reg to reg  out[6]$_SDFF_PP1_       0.23                         16
hold / removal    out[4]$_SDFF_PP0_       0.60                          2
==> kinds of logic after synthesis <==
| family | synth area share, % |
|---|---|
| adders and majority gates | 8.79 |
| xor gates and xnor gates | 10.5 |
| DFF | 11.2 |
| muxes | 5.54 |
| buffers and inverters | 6.59 |
| AOI/OAI and AO/OA | 34.6 |
| and+or+nand+nor | 22.7 |
==> what timing repair did <==
action / in CTS / in global routing
endpoints found under the setup margin: 0 / 3
resized: 0 / 9
hold endpoints to repair: 0 / 0
